[./design.v]
`timescale 1ns / 1ps
module shift_down #(
    parameter PARAM_UR_WORD_CNT = 4,     
    parameter SMC_ID = 0                 
)(
    input wire clk,         
    input wire rst_n,       
    input wire [133:0] crd_shiftdn_in,  
    input wire [127:0] dvr_shiftdn_in,  
    output wire [133:0] crd_shiftdn_out  
);
reg [133:0] crd_shiftdn_reg;  
assign crd_shiftdn_out = crd_shiftdn_reg;
wire            vld_in     = crd_shiftdn_in[133];  
wire [127:0]    data_in    = crd_shiftdn_in[132:5];  
wire [4:0]      smc_id_in  = crd_shiftdn_in[4:0];  
reg [133:0] crd_next;
always @(*) begin
    crd_next = crd_shiftdn_reg;
    if (vld_in) begin
        if (smc_id_in > SMC_ID) begin
            crd_next = crd_shiftdn_in;
        end else if (smc_id_in == SMC_ID) begin
            crd_next = {1'b1, dvr_shiftdn_in, smc_id_in};
        end
    end
end
always @(posedge clk or negedge rst_n) begin
    if (!rst_n) begin
        crd_shiftdn_reg <= 134'b0;  
    end else begin
        crd_shiftdn_reg <= crd_next;  
    end
end
endmodule
[./run.sh]
#!/bin/bash
# OpenROAD 26Q1-2900-gdf79404cd8, Yosys 0.63+post, stock flow scripts
make -C /OpenROAD-flow-scripts/flow DESIGN_CONFIG=/design/flow/config.mk WORK_HOME=/design/flow/orfs finish
[./config.mk]
export PLATFORM = sky130hd
export DESIGN_NAME = shift_down
export DESIGN_NICKNAME = shift_down
export VERILOG_FILES = /design/flow/design.v
export SDC_FILE = /design/flow/constraint.sdc
export NUM_CORES = 4
export LEC_CHECK = 1
export CORE_AREA = 10 10 223 223
export DIE_AREA = 0 0 233 233
[./constraint.sdc]
current_design shift_down

set clk_period 1.5
set clk_io_pct 0.2

create_clock -name clk0 -period $clk_period [get_ports {clk}]

set non_clock_inputs [all_inputs -no_clocks]
set_input_delay [expr $clk_period * $clk_io_pct] -clock clk0 $non_clock_inputs
set_output_delay [expr $clk_period * $clk_io_pct] -clock clk0 [all_outputs]
==> impl_metrics.csv <==
group,metric,value,unit
floorplan,ios,398,
placement,io_buffers,397,
setup_path,end_kind,"register",
timing,period_needed,1.484,ns
min_path,min_path_type,"input pin to async pin",
yosys,top_area_cell,"dfrtp_1",
yosys,ys.flop_type,"dfrtp_1",
clock_network,clockBufferDepth,2,
clock_network,path_clk_slew,0.06,ns
timing,worst_pin_slew,0.5252,ns
finish,fin_area,0.01204,sq mm
job,warnings,27,
yosys,yosys.area_share.simple,0.1787,
yosys,ys_warn_count,1,
setup_path,crit_type,"input pin to register",
yosys,ys_chip_area,0.006485,sq mm
route,first_pass_iters,4,
timing,slew_headroom,0.6498,
placement,dpl.cell_count,1697,
setup_path,worstPathArrival,1.84,ns
yosys,synthMuxAreaShare,0.008682,
power_and_ir_drop,ir_drop,510.5,uV
finish,n_fill_cell,4709,
yosys,ys.flops,134,
finish,area_growth,85.64,%
clock_network,cts_tree,"done",
route,antenna_left,0,
yosys,synth-edff-count,0,
route,vias,7424,
timing,hold_viol_final,37,
placement,gp_congestion,0.8525,
timing,period_used_share,0.9891,
route,viasPerCell,4.233,
yosys,yosysSeqAreaShare,0.5171,
route,wl_per_cell,18.37,microns
timing,rsz0062_at_grt,"false",
clock_network,htreeDepth,4,
timing,setup_violations,0,
yosys,ys_sh_aoi,0.2246,
timing,whs,-0.2254,ns
setup_path,required,1.86,ns
global_route,grt_pass1_wl,46630,microns
yosys,yosysCellCount,741,
route,drt_iter0_markers,495,
timing,fmax,0.6740,GHz
yosys,async_reset_ff_frac,1.000,
floorplan,die_h,233,microns
timing,slew_violations,0,
finish,comb_area,0.002691,sq mm
clock_network,clkLatencyLatePin,0.48,ns
global_route,grt_max_degree,80,
yosys,synth-xor-area-share,0,
yosys,syn-mean-instance-area,8.752,sq um
global_route,grt.overflow.total,0,
yosys,top_logic_kind,"AND-OR/OR-AND gates",
yosys,synth_top_area_share,0.5171,
yosys,netlist_top_cells_count,"134 x dfrtp_1, 129 x nor2_1, 128 x a31oi_1, 128 x nand3_1, 113 x o21ai_1",
run_status,status,"finished with violations",
route,antennaDiodeCount,0,
clock_network,cts-root-buf,"clkbuf_16",
clock_network,numCtsBuffers,17,
setup_path,cp-start-kind,"input pin",
global_route,grt_use_total,0.1110,
timing,finalClockSkew,0,ns
floorplan,rows,77,
power_and_ir_drop,power_density,890.5,mW/mm^2
run_status,violations,"negative hold slack",
setup_path,path_max_fanout,79,
floorplan,coreArea,0.04451,sq mm
floorplan,dieArea,0.05429,sq mm
finish,instances_no_fill,1754,
yosys,top_cell,"dfrtp_1",
yosys,area_leaders,"dfrtp_1 52%, a31oi_1 12%, nand3_1 9.9%, o21ai_1 8.7%, nor2_1 7.5%",
yosys,syn_inst,741,
finish,flop_area,0.003353,sq mm
global_route,antenna_found_initial,0,
power_and_ir_drop,leakagePower,4.525,nW
floorplan,die_w,233,microns
finish,largest_reg_flops,134,
yosys,syn_area,0.006485,sq mm
yosys,yosysUniqueCellTypes,19,
yosys,synth-adder-area-share,0,
route,wl,32230,microns
placement,placed_cell_area,0.01135,sq mm
floorplan,initial_core_util,0.1457,
finish,drive_gt1_frac,0.1059,
route,drc,0,
placement,dp_hpwl,23040,microns
clock_network,cts.sinks,134,
global_route,grt_pass1_vias,7452,
job,max_cap_viol_count,0,
critical path, stage by stage:
cell and delay, ns:
clkdlybuf4s50_1 0.44, or3_4 0.44, buf_12 0.22, o21ai_1 0.23
a31oi_1 0.10
routing by layer:
metal  vias up  GRT usage  wire length, microns
met5         -          0                     0
li1       3514          -                     -
met1      3539     0.1430                 13150
met4         0    0.02455                   812
met2       332     0.1766                 15220
met3        39    0.03966                  3048
layout by cell type (no fill, tap or decap), drive strengths merged, types with 2 or more instances in the layout:
| cell type | netlist | routed |
|---|---|---|
| mux2 | 5 | 5 |
| clkinvlp | 0 | 4 |
| dfrtp | 134 | 134 |
| clkdlybuf4s50 | 0 | 260 |
| clkdlybuf4s15 | 0 | 9 |
| or2 | 2 | 2 |
| a31oi | 128 | 128 |
| clkinv | 0 | 4 |
| bufinv | 0 | 2 |
| o21ai | 128 | 128 |
| dlygate4sd2 | 0 | 125 |
| clkbuf | 32 | 24 |
| nand3 | 128 | 128 |
| buf | 53 | 76 |
| nor2 | 129 | 129 |
per-stage QoR:
stage	setup TNS [ns]	setup WS, ns	hold slack, ns	util	power [mW]
global placement	-49.86	-0.4432	0.2855	0.2550	6.646
detailed placement	-53.91	-0.4795	0.2885	0.2550	6.652
CTS	0	0.001048	-0.2511	0.2680	10.89
floorplan	0	0.2022	0.004409	-	4.768
finish	0	0.01637	-0.2254	0.2705	10.72
global route	0	0.004522	-0.2299	0.2705	11.27
worst paths after layout:
| path | start | end | slack (ns) | depth (start not counted) |
|---|---|---|---|---|
| min in group clk0 | crd_shiftdn_in[4] | crd_shiftdn_reg[4] | 0.25 | 3 |
| max | crd_shiftdn_in[1] | crd_shiftdn_reg[22] | 0.02 | 5 |
| min | rst_n | crd_shiftdn_reg[40] | -0.23 | 1 |
| max reg2reg | crd_shiftdn_reg[8] | crd_shiftdn_reg[8] | 0.68 | 3 |
| max in group asynchronous | rst_n | crd_shiftdn_reg[103] | 1.13 | 2 |
| min reg2reg | crd_shiftdn_reg[133] | crd_shiftdn_reg[133] | 0.47 | 1 |
kinds of logic (layout without fill, tap and decap cells):
logic type             Yosys count  after routing
AND/OR/NAND/NOR                261            261
AND-OR/OR-AND                  256            256
flip-flops                     134            134
buffers and inverters           85            506
multiplexers                     5              5
power by group:
part / total [mW] / switching [mW] / internal (mW)
registers: 4.15 / 0.188 / 3.96
logic: 2.28 / 0.894 / 1.38
clock network: 4.29 / 1.81 / 2.48
area by class of cell:
class / count / share of cell area
Timing Repair Buffer: 474 / 0.3885
Sequential cell: 134 / 0.2785
Multi-Input combinational cell: 522 / 0.2236
Tap cell: 592 / 0.06153
Clock buffer: 21 / 0.03741
Clock inverter: 11 / 0.01050
what timing repair did:
item / in CTS / in global routing
endpoints found under the setup margin: 134 / 54
gates resized: 143 / 11
cloned: 0 / 2
endpoints found under the hold margin: 37 / 37
pin swaps: 0 / 3
setup buffers: 21 / 2
Power and IR drop assume default switching activity.
