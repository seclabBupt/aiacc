--- design.v ---
`timescale 1ns / 1ps
module shift_up #(
    parameter PARAM_UR_WORD_CNT = 4,     
    parameter SMC_ID = 0                 
)(
    input wire clk,         
    input wire rst_n,       
    input wire [134:0] cru_shiftup_in,  
    output wire [127:0] dr_shiftup_out,  
    output wire [134:0] cru_shiftup_out  
);
reg  [127:0] dr_shiftup_reg;  
reg  [134:0] cru_shiftup_reg;  
assign dr_shiftup_out = dr_shiftup_reg;
assign cru_shiftup_out = cru_shiftup_reg;
wire            vld_in = cru_shiftup_in[134];        
wire [127:0]    data_in = cru_shiftup_in[133:6];     
wire [4:0]      smc_id_in = cru_shiftup_in[5:1];     
wire            broadcast_in = cru_shiftup_in[0];   
wire            vld_reg = cru_shiftup_reg[134];      
wire [127:0]    data_reg = cru_shiftup_reg[133:6];   
wire [4:0]      smc_id_reg = cru_shiftup_reg[5:1];   
wire            broadcast_reg = cru_shiftup_reg[0];  
wire [134:0]    cru_next = (vld_in && (SMC_ID <= smc_id_in))
                         ? cru_shiftup_in
                         : cru_shiftup_reg;  
wire [127:0]    dr_next = (vld_in && (broadcast_in || (SMC_ID == smc_id_in)) && (SMC_ID <= smc_id_in))
                        ? data_in   
                        : (vld_reg && (broadcast_reg || (SMC_ID == smc_id_reg)))
                        ? data_reg  
                        : dr_shiftup_reg;  
always @(posedge clk or negedge rst_n) begin
    if (!rst_n) begin
        cru_shiftup_reg <= 135'b0;  
        dr_shiftup_reg <= 128'b0;  
    end else begin
        cru_shiftup_reg <= cru_next;  
        dr_shiftup_reg <= dr_next;    
    end
end
endmodule
--- constraint.sdc ---
current_design shift_up

set clk_period 21.7
set clk_io_pct 0.2

create_clock -name clk0 -period $clk_period [get_ports {clk}]

set non_clock_inputs [all_inputs -no_clocks]
set_input_delay [expr $clk_period * $clk_io_pct] -clock clk0 $non_clock_inputs
set_output_delay [expr $clk_period * $clk_io_pct] -clock clk0 [all_outputs]
--- config.mk ---
export PLATFORM = sky130hd
export DESIGN_NAME = shift_up
export DESIGN_NICKNAME = shift_up
export VERILOG_FILES = /design/flow/design.v
export SDC_FILE = /design/flow/constraint.sdc
export NUM_CORES = 4
export LEC_CHECK = 1
export CORE_UTILIZATION = 30
--- run.sh ---
#!/bin/bash
# OpenROAD 26Q1-2900-gdf79404cd8, Yosys 0.63+post, stock flow scripts
make -C /OpenROAD-flow-scripts/flow DESIGN_CONFIG=/design/flow/config.mk WORK_HOME=/design/flow/orfs finish
==> job_summary.md <==
### Metrics collected by this job

| Metric | Value |
|---|---|
| Outcome | `completed` |
| Total power draw | `1.40 mW` |
| Synth warnings | `1` |
| GPL Wtd Cong | `approximately 0.81` |
| Initial core utilization | `a little over 30%` |
| First-pass GRT wire length | `between 50 and 60 mm` |
| Via/cell ratio | `4.99` |
| Layout cell share with drive strength beyond 1 | `14.5%` |
| DRC Markers | `0` |
| RSZ-0062 raised after global routing | `false` |
| Chip area | `40,000 um2` |
| Final Skew | `around 0.018 ns` |
| Remaining global-route overflow | `0` |
| Log Warnings | `27` |
| Root buffer cell | `clkbuf_16` |
| Clock-pin slew on the worst setup and hold paths | `0.06 ns` |
| Crit path from | `cru_shiftup_in[3]` |
| Syn Inst Count | `between 1,000 and 1,500` |
| Leak | `about 7.4 nW` |
| Max transition margin | `a little under half` |
| Setup-failing EPs final | `0` |
| Antenna violations before repair | `0` |
| Bufs and invs on worst path | `4` |
| Critical Path AT | `between 7 and 8 ns` |
| Num Clock Sinks | `between 200 and 300` |
| Hold Vio Cnt, Final | `0` |
| Critical Path Sink | `dr_shiftup_reg[65]` |
| Reg power frac | `around 43%` |
| Slew Limit Fails | `0` |
| Ys cells | `1,019` |
| Mapped cell area | `between 10,000 and 15,000 um2` |
| Drt initial violations | `between 300 and 400` |
| Reg-to-Reg Start | `cru_shiftup_reg[3]` |
| WP depth | `8` |
| Ys flops | `263` |
| Power Dens Cells | `82.5 nW/um2` |
| Routed len/inst | `19.6 um` |
| Clk network pwr share | `around a third` |
| Rows | `72` |
| Flop2flop setup slack | `18.85 ns` |
| Main flop type | `dfrtp_1` |
| Worst path cell trace | `clkdlybuf4s50_1 -> nor3b_1 -> a22oi_2 -> buf_4 -> buf_4 -> buf_4 -> o21ai_1 -> o22a_1` |
| H-tree Lvls | `1` |
| Startpoint Class | `input port` |
| CP Capture Type | `flop` |
| Port bufs | `roughly 400` |
| Crit Path Max Fanout | `76` |
| GRT Overall Usage | `around a fifth` |
| Asr flop ratio synth | `around 100%` |
| Internal | `1.05 mW` |
| Kind of critical path | `input port to flop` |
| # hold bufs at CTS | `0` |
| Max-cap violations | `0` |
| IO Count | `around 400` |
| Total setup buffers inserted after CTS | `0` |
| Fin cells | `about 1,900` |
| Syn avg cell area | `~12 um2` |
| Placed Instances | `1,852` |
| CTS max path bufs | `3` |
| Synth Seq Share | `a little under three fifths` |
| Crit path time final | `about 6.8 ns` |
| FMAX | `0.148 GHz` |
| Top cells by area | `dfrtp_1 (56%), mux2_2 (13%), o22a_1 (9.5%)` |
| Flip-flop count of the largest register after layout | `~140` |
| Count leader, synth | `dfrtp_1` |
| Setup TNS | `0 ns` |
| CTS tree | `built` |
| YS chip area | `approximately 12,000 um2` |
| Most common library cells after synthesis | `dfrtp_1 (263), mux2_2 (134), nand2_1 (129), and3_1 (128), o22a_1 (128)` |
| Fillers | `about 3,500` |
| Die height | `roughly 200 um` |
| Cell type with the largest total area | `dfrtp_1` |
| Post-CTS sizing | `0` |
| Logic pwr share | `22.8%` |
| Most used cell, CP | `buf_4` |
| Final period utilization | `a little over 30%` |
| Worst path slowest cell | `buf_4` |
| Iteration tally of the first detailed-router pass | `4` |
| Top-area cell share | `56.0%` |
| Hold Crit Class | `flop to flop` |
| Core outline area | `just under 40,000 um2` |
| Insertion Delay late pin | `~0.57 ns` |
| CTS Buf Count | `31` |
| Req. time, crit path | `about 22 ns` |
| Unique cell types | `20` |
| VDD IR max | `about 0.063 mV` |
| Ant diodes | `0` |
| Area Overhead vs Synth | `44.1%` |
| Vias | `9,470` |
| Switching share of power | `~25%` |
| Switching pwr | `~350 uW` |
| Number of global-route vias before repair | `9,691` |
| Total Routed Length | `between 30 and 40 mm` |
| Reg2reg end | `dr_shiftup_reg[101]` |
| Post-detail-place hpwl | `around 23 mm` |
| Crit path largest cell delay | `~0.69 ns` |
| Remaining antenna violation count | `0` |
| Number of synthesized flops with an enable pin | `0` |
| Tightest hold margin | `between 0.5 and 0.6 ns` |
| Largest net degree at the start of global routing | `~100` |
| CP delay by family, top | `buffers and inverters` |
| Die W | `200 um` |
| Reg2Reg Depth | `6` |
| Worst-Margin Slew | `~0.81 ns` |
## worst min-delay path by stage
| stage | startpoint | to | slack [ns] | cells past startpoint |
|---|---|---|---|---|
| 4_1_cts | cru_shiftup_reg[15] | cru_shiftup_reg[15] | 0.53 | 1 |
| 6_report | cru_shiftup_reg[116] | cru_shiftup_reg[116] | 0.53 | 1 |
| 5_1_grt | cru_shiftup_reg[116] | cru_shiftup_reg[116] | 0.54 | 1 |
## cell type report
type                    instances  area, um2  area share [%]
repair buffers                416       4140            24.5
clock inverters                 2       13.8          0.0813
multi-input cells             655       4640            27.4
clock buffers                  45        898            5.31
flip-flops and latches        263       6590            38.9
well taps                     518        648            3.83
## cells in the final DEF, fill, tap and decap left out, types with 7 or more instances in the layout
cell             instances
clkbuf_16               31
o21ai_1                110
clkbuf_1                 7
o21ai_0                 18
clkbuf_8                 7
o22a_1                 128
clkdlybuf4s50_1        397
dfrtp_1                262
buf_4                   16
mux2_2                 134
and3_1                 128
nand2_1                128
## routing by layer
layer | global-route usage, % | wire [um] | vias up
met2 | 28.5 | 17300 | 298
met5 | 0 | 0 | -
met3 | 5.35 | 2990 | 43
met1 | 27.7 | 16200 | 4757
met4 | 3.53 | 806 | 0
li1 | - | - | 4372
## power by group through the flow
stage / clock (mW) / sequential (mW) / combinational (mW)
finish: 0.479 / 0.599 / 0.318
global route: 0.512 / 0.609 / 0.351
CTS: 0.495 / 0.600 / 0.325
## per-stage QoR
| stage | util [%] | setup WS, ns | area (um2) |
|---|---|---|---|
| 6_report | 43.8 | 14.94 | 16900 |
| 5_1_grt | 43.8 | 14.63 | 16900 |
| 4_1_cts | 43.8 | 14.94 | 16900 |
| 3_5_place_dp | 41.4 | 14.34 | 16000 |
| 3_3_place_gp | 41.4 | 14.40 | 16000 |
| 2_1_floorplan | - | 16.30 | 11700 |
## logic make-up after synthesis
| kind of cell | share of synthesized area [%] |
|---|---|
| compound gates | 15.2 |
| buf+inv | 4.69 |
| flops | 56.0 |
| mux | 12.8 |
| simple gates | 11.3 |
No activity file was given, so power comes from the tool's default toggle rates.
