$ cat /design/flow/constraint.sdc
current_design intadd

set clk_period 26.0
set clk_io_pct 0.2

create_clock -name clk0 -period $clk_period [get_ports {clk}]

set non_clock_inputs [all_inputs -no_clocks]
set_input_delay [expr $clk_period * $clk_io_pct] -clock clk0 $non_clock_inputs
set_output_delay [expr $clk_period * $clk_io_pct] -clock clk0 [all_outputs]
$ cat /design/flow/config.mk
export PLATFORM = sky130hd
export DESIGN_NAME = intadd
export DESIGN_NICKNAME = intadd
export VERILOG_FILES = /design/flow/design.v
export SDC_FILE = /design/flow/constraint.sdc
export NUM_CORES = 4
export LEC_CHECK = 1
export CORE_AREA = 10 10 370 370
export DIE_AREA = 0 0 380 380
$ cat /design/flow/run.sh
#!/bin/bash
# OpenROAD 26Q1-2900-gdf79404cd8, Yosys 0.63+post, stock flow scripts
make -C /OpenROAD-flow-scripts/flow DESIGN_CONFIG=/design/flow/config.mk WORK_HOME=/design/flow/orfs finish
$ cat /design/flow/design.v
module add32 (
    input         clk,
    input         rst_n,
    input  [127:0] src0,
    input  [127:0] src1,
    input          sign_s0,
    input          sign_s1,
    output [127:0] dst,
    output wire [127:0] st
);
    genvar i;
    generate
        for (i = 0; i < 4; i = i + 1) begin : gen_add32
            wire [31:0] a = src0[i*32 +: 32];  
            wire [31:0] b = src1[i*32 +: 32];
            wire [63:0] s0_ext = sign_s0 ? {{32{a[31]}}, a} : {32'b0, a};
            wire [63:0] s1_ext = sign_s1 ? {{32{b[31]}}, b} : {32'b0, b};
            wire signed [63:0] s0_signed = $signed(s0_ext);
            wire signed [63:0] s1_signed = $signed(s1_ext);
            wire signed [63:0] sum_signed = s0_signed + s1_signed;
            wire [31:0] sum_lo = sum_signed[31:0];
            wire [31:0] result = (sign_s0 || sign_s1) ?
                ( ((s0_signed[63] == s1_signed[63]) && (sum_signed[63] != s0_signed[63])) ? 32'h7FFFFFFF : sum_lo )
                : sum_lo;
            assign dst[i*32 +: 32] = result;
        end
    endgenerate
    reg [127:0] st_temp;  
    always_comb begin
        st_temp = 128'b0;
        for (int j = 0; j < 4; j = j + 1) begin
            reg gt, eq, ls;
            if (sign_s0 || sign_s1) begin
                gt = ($signed(src0[j*32 +: 32]) > $signed(src1[j*32 +: 32]));
                ls = ($signed(src0[j*32 +: 32]) < $signed(src1[j*32 +: 32]));
            end else begin
                gt = (src0[j*32 +: 32] > src1[j*32 +: 32]);
                ls = (src0[j*32 +: 32] < src1[j*32 +: 32]);
            end
            eq = (src0[j*32 +: 32] == src1[j*32 +: 32]);
            st_temp[j*32 + 0] = ls;
            st_temp[j*32 + 1] = eq;
            st_temp[j*32 + 2] = gt;
        end
    end
    assign st = st_temp;
endmodule
module add8 (
    input         clk,
    input         rst_n,
    input  [127:0] src0,
    input  [127:0] src1,
    input  [127:0] src2,
    input          sign_s0,
    input          sign_s1,
    input          sign_s2,
    output [127:0] dst0,
    output [127:0] dst1
);
    genvar i;
    generate
        for (i = 0; i < 32; i = i + 1) begin : gen_add8
            wire [3:0] u0 = src0[i*4 +: 4];
            wire [3:0] u1 = src1[i*4 +: 4];
            wire [3:0] u2 = src2[i*4 +: 4];
            wire [7:0] concat_val = {u2, u1};
            wire [7:0] s0_signed = (u0[3] == 1'b1) ? {4'b1111, u0} : {4'b0000, u0};
            wire signed [15:0] s0_val = sign_s0 ? $signed({{8{s0_signed[7]}}, s0_signed}) : {12'b000000000000, u0};
            wire signed [15:0] add_val = sign_s2 ? $signed({{8{concat_val[7]}}, concat_val}) : {8'b00000000, concat_val};
            wire signed [15:0] sum_signed = s0_val + add_val;
            wire [7:0] sum_clipped = 
                ((s0_val > 0) && (add_val > 0) && (sum_signed < 0)) ? 8'hFF :
                ((s0_val < 0) && (add_val < 0) && (sum_signed < -128)) ? 8'hFF :
                sum_signed[7:0];
            assign dst0[i*4 +: 4] = sum_clipped[3:0];
            assign dst1[i*4 +: 4] = sum_clipped[7:4];
        end
    endgenerate
endmodule
`timescale 1ns / 1ps
module intadd (
    input         clk,
    input         rst_n,
    input  [127:0] src_reg0,
    input  [127:0] src_reg1,
    input  [127:0] src_reg2,
    input  [10:0]  cru_intadd,  
    output [127:0] dst_reg0,
    output [127:0] dst_reg1,
    output [127:0] st           
);
    wire        inst_valid   = cru_intadd[10];
    wire [1:0]  precision_s0 = cru_intadd[9:8];
    wire [1:0]  precision_s1 = cru_intadd[7:6];
    wire [1:0]  precision_s2 = cru_intadd[5:4];
    wire        sign_s0      = cru_intadd[3];
    wire        sign_s1      = cru_intadd[2];
    wire        sign_s2      = cru_intadd[1];
    wire        update_st    = cru_intadd[0];
    wire [127:0] add8_dst0, add8_dst1, add8_st;
    wire [127:0] add32_dst, add32_st;
    add8 add8_unit (
        .clk(clk),
        .rst_n(rst_n),
        .src0(src_reg0),
        .src1(src_reg1),
        .src2(src_reg2),
        .sign_s0(sign_s0),
        .sign_s1(sign_s1),
        .sign_s2(sign_s2),
        .dst0(add8_dst0),
        .dst1(add8_dst1)
    );
    assign add8_st = 128'd0;
    add32 add32_unit (
        .clk(clk),
        .rst_n(rst_n),
        .src0(src_reg0),
        .src1(src_reg1),
        .sign_s0(sign_s0),
        .sign_s1(sign_s1),
        .dst(add32_dst),
        .st(add32_st)
    );
    reg [127:0] st_reg;
    always @(posedge clk or negedge rst_n) begin
        if (!rst_n) begin
            st_reg <= 128'd0;
        end else if (inst_valid && update_st) begin
            if (precision_s0 == 2'b00 && precision_s1 == 2'b00 && precision_s2 == 2'b00) begin
                st_reg <= add8_st;   
            end else if (precision_s0 == 2'b11 && precision_s1 == 2'b11) begin
                st_reg <= add32_st;  
            end else begin
                st_reg <= 128'd0;   
            end
        end
    end
    assign st = st_reg;
    assign dst_reg0 = (inst_valid && precision_s0 == 2'b00 && precision_s1 == 2'b00 && precision_s2 == 2'b00)
                      ? add8_dst0 :
                      (inst_valid && precision_s0 == 2'b11 && precision_s1 == 2'b11)
                      ? add32_dst : 128'd0;
    assign dst_reg1 = (inst_valid && precision_s0 == 2'b00 && precision_s1 == 2'b00 && precision_s2 == 2'b00)
                      ? add8_dst1 : 128'd0;
endmodule
==> run_results.csv <==
group,metric,value,unit
min_path,hp-class,"reg -> reg",
power_and_ir_drop,power.total,597,uW
sta,setup_violations,0,
sta,finClkSkew,0,ps
die,dieWidth,380,um
detailed_routing,num_vias,28700,
critical_path,arrival,9530,ps
clocking,cts.clk_slew.worst_paths,60,ps
critical_path,cp_max_fo,5,
synthesis,ys_cells,3621,
synthesis,syn-cell-area,23500,um2
sta,finalCritPeriodShare,56.7,%
global_route,grt_use_total,17.5,%
die,die_area,144000,um2
global_route,grt_overflow,0,
die,fp_util,18.2,%
placed_design,gp_congestion,0.975,
detailed_routing,drc,0,
final_layout,layout-drive-gt1-share,2.65,%
clocking,post_cts_buffers,0,
synthesis,adder_share,18.3,%
clocking,cts-root-buf,"clkbuf_16",
synthesis,yosysUniqueCellTypes,100,
detailed_routing,firstDrtPassIters,5,
power_and_ir_drop,p_leak,0.0130,uW
synthesis,syn-mean-instance-area,6.50,um2
die,pin_count,781,
placed_design,place_hpwl,114,mm
final_layout,final_common_cell,"clkdlybuf4s50_1",
die,die_y,380,um
critical_path,crit_path_start_kind,"input port",
clocking,numCtsBuffers,3,
clocking,cts_tree,"built",
sta,max_freq,0.0679,GHz
run_status,status,"completed",
global_route,grt_pass1_vias,27100,
sta,maxSlewViolCount,0,
die,rows,132,
die,core-area,129000,um2
clocking,hold_buffers,0,
sta,tns,0,ps
clocking,cts.sinks,12,
min_path,whs_path_depth,2,
final_layout,n_fill_cell,14300,
synthesis,ff_type,"dfrtp_1",
critical_path,end_kind,"output port",
detailed_routing,routed_wl,132,mm
synthesis,postSynthSeqShare,1.28,%
sta,setup_slack,11270,ps
job,drv_cap,0,
critical_path,cp.required,20800,ps
detailed_routing,detail-route-antenna-nets,0,
synthesis,compound_area_share,30.7,%
sta,min_period,14730,ps
synthesis,asyncSetResetFlopFracSynth,100,%
clocking,htree_num_levels,1,
sta,finalHoldViolCount,0,
placed_design,place_ws,11190,ps
synthesis,ys_warn_count,2,
synthesis,ys_sh_simple,26.2,%
clocking,clkLatencyLatePin,260,ps
final_layout,final_cell_mix,"662 x clkdlybuf4s50_1, 368 x a21oi_1, 363 x inv_1, 300 x nor2_1, 292 x ha_1",
final_layout,comb_area,20900,um2
synthesis,top_logic_kind,"AND-OR/OR-AND gates",
global_route,grt_first_pass_wirelength,189,mm
detailed_routing,via_per_inst,4.83,
final_layout,largest_reg_flops,12,
final_layout,seqCellArea,300,um2
global_route,grt_max_degree,106,
detailed_routing,drt-initial-drc-count,1905,
synthesis,edf_count,0,
detailed_routing,wl_per_cell,22.2,um
sta,relSlewSlack,35.8,%
clocking,cts_resized,0,
final_layout,layoutNonFillerInstCount,5935,
sta,worst_slew_pin_slew,955,ps
power_and_ir_drop,ir_drop,0.0152,mV
synthesis,synth_cells,3621,
placed_design,dpl.cell_count,5920,
synthesis,ys_sh_xor,9.50,%
sta,rsz0062_at_grt,"false",
placed_design,io_buffers,664,
clocking,cts_buffer_depth,2,
power_and_ir_drop,power_density,18.8,nW/um2
job,warnings,157,
synthesis,numSynthFlops,12,
critical_path,crit_type,"in -> out",
final_layout,area_delta_synth_final,35.3,%
sta,hold_ws,483,ps
synthesis,ys_area,23500,um2
synthesis,mux_area_share,1.89,%
critical_path,ff2ff_path_depth,2,
global_route,antenna_found_initial,35,
-- per-layer routing --
layer  GRT usage [%]  vias up  wire length [um]
li1                -    13900                 -
met1            22.6    13500             55800
met2            28.3     1146             60400
met3            5.43      166             11800
met4            4.14       42              3630
met5               0        -               272
-- synth_stat cells (all sizes together) (55+ instances only) --
| cell | n | area, um2 |
|---|---|---|
| nand2 | 240 | 901 |
| nor2 | 302 | 1130 |
| nor4 | 103 | 659 |
| nor2b | 55 | 344 |
| ha | 292 | 3650 |
| a21o | 58 | 435 |
| nor3 | 113 | 571 |
| nand2b | 63 | 394 |
| o21ai | 269 | 1350 |
| buf | 141 | 1000 |
| a21oi | 371 | 1870 |
| nand3 | 91 | 455 |
| xnor2 | 211 | 1850 |
| clkbuf | 123 | 462 |
| inv | 364 | 1370 |
| and2 | 66 | 413 |
-- area by class of cell --
type                    count  area share [%]
repair buffers            706            21.9
flip-flops and latches     12           0.944
clock buffers               3           0.236
multi-input cells        3093            65.6
diodes                     12          0.0944
well taps                1742            6.85
inverters                 367            4.33
-- cell families after synthesis --
logic type,after synthesis
mux,44
other cells,1
xor+xnor,255
fa+ha+maj,325
flops,12
simple gates,1223
compound gates,1130
buf+inv,631
-- power breakdown --
group | total (uW) | internal (uW) | switching, uW
logic | 545 | 229 | 316
clock network | 33.3 | 20.4 | 13.0
registers | 19.4 | 19.1 | 0.275
-- through the flow --
step | util [%] | instance area [um2]
3_5_place_dp | 24.5 | 31700
4_1_cts | 24.6 | 31800
5_1_grt | 24.6 | 31800
6_report | 24.6 | 31800
2_1_floorplan | - | 24000
3_3_place_gp | 24.5 | 31700
-- worst paths after layout --
kind	slack (ps)	from	endpoint
min in group asynchronous	5310	rst_n	st_reg[33]
worst max register to register	25250	st_reg[66]	st_reg[66]
max in group asynchronous	20420	rst_n	st_reg[96]
worst min register to register	480	st_reg[98]	st_reg[98]
worst min-delay path	480	st_reg[98]	st_reg[98]
worst max-delay path	11270	src_reg0[64]	dst_reg0[92]
-- critical path, stage by stage --
cell	delay [ps]
clkdlybuf4s50_1	520
ha_1	190
inv_1	60
fa_1	410
o21ba_1	220
a2111o_1	480
a32o_2	390
o211a_4	310
nor4b_2	220
o41a_2	270
a21boi_2	110
a21o_1	200
a221o_1	330
clkdlybuf4s50_1	610
Power is estimated from default activity; no workload was simulated.
