`design/flow/run.sh`:
```
#!/bin/bash
# OpenROAD 26Q1-2900-gdf79404cd8, Yosys 0.63+post, stock flow scripts
make -C /OpenROAD-flow-scripts/flow DESIGN_CONFIG=/design/flow/config.mk WORK_HOME=/design/flow/orfs finish
```
`design/flow/config.mk`:
```
export PLATFORM = sky130hd
export DESIGN_NAME = int_to_int_array
export DESIGN_NICKNAME = int_to_int_array
export VERILOG_FILES = /design/flow/design.v
export SDC_FILE = /design/flow/constraint.sdc
export NUM_CORES = 4
export LEC_CHECK = 1
export CORE_UTILIZATION = 50
```
`design/flow/constraint.sdc`:
```
current_design int_to_int_array

set clk_period 1.0
set clk_io_pct 0.2

create_clock -name clk0 -period $clk_period [get_ports {clk}]

set non_clock_inputs [all_inputs -no_clocks]
set_input_delay [expr $clk_period * $clk_io_pct] -clock clk0 $non_clock_inputs
set_output_delay [expr $clk_period * $clk_io_pct] -clock clk0 [all_outputs]
```
`design/flow/design.v`:
```
`timescale 1ns / 1ps
module int_to_int
(
    input wire instr_vld,               
    input wire src_prec,                
    input wire dst_prec,                
    input wire src_signed,              
    input wire dst_signed,              
    input wire src_pos,            
    input wire dst_pos,            
    input wire [31:0] in_reg,           
    output wire [31:0] out_reg,         
    output wire result_vld              
);
wire [15:0] src_data_16;             
wire [31:0] src_data_32;             
wire [31:0] dst_data;                
wire [15:0] dst_data_32to16;         
wire [31:0] dst_data_32to16_out;     
wire [31:0] dst_data_32to32;         
wire [31:0] dst_data_16to32;         
assign src_data_16 = src_pos ? in_reg[31:16] : in_reg[15:0];
assign src_data_32 = in_reg;
assign dst_data_32to32 = src_signed ? 
                        (dst_signed ? s32_to_s32(src_data_32) : s32_to_u32(src_data_32)) :
                        (dst_signed ? u32_to_s32(src_data_32) : u32_to_u32(src_data_32));
assign dst_data_32to16 = src_signed ? 
                        (dst_signed ? s32_to_s16(src_data_32) : s32_to_u16(src_data_32)) :
                        (dst_signed ? u32_to_s16(src_data_32) : u32_to_u16(src_data_32));
assign dst_data_16to32 = src_signed ? 
                        (dst_signed ? s16_to_s32(src_data_16) : s16_to_u32(src_data_16)) :
                        (dst_signed ? u16_to_s32(src_data_16) : u16_to_u32(src_data_16));
wire [15:0] src_data_16_low;         
wire [15:0] src_data_16_high;        
wire [15:0] dst_data_16_low;         
wire [15:0] dst_data_16_high;        
assign src_data_16_low = in_reg[15:0];
assign src_data_16_high = in_reg[31:16];
assign dst_data_16_low = src_signed ? 
                        (dst_signed ? s16_to_s16(src_data_16_low) : s16_to_u16(src_data_16_low)) :
                        (dst_signed ? u16_to_s16(src_data_16_low) : u16_to_u16(src_data_16_low));
assign dst_data_16_high = src_signed ? 
                        (dst_signed ? s16_to_s16(src_data_16_high) : s16_to_u16(src_data_16_high)) :
                        (dst_signed ? u16_to_s16(src_data_16_high) : u16_to_u16(src_data_16_high));
assign result_vld = instr_vld;
assign dst_data_32to16_out = dst_pos ? {dst_data_32to16, 16'b0} : {16'b0, dst_data_32to16};
assign dst_data = src_prec ? 
                 (dst_prec ? dst_data_32to32 : dst_data_32to16_out):
                 (dst_prec ? dst_data_16to32 : {dst_data_16_high, dst_data_16_low});
assign out_reg = instr_vld ? dst_data : 32'h00000000;
function [31:0] s32_to_s32;
    input [31:0] data_in;
    begin
        s32_to_s32 = data_in;  
    end
endfunction
function [31:0] s32_to_u32;
    input [31:0] data_in;
    begin
        if (data_in[31] == 1'b1)  
            s32_to_u32 = 32'b0;
        else
            s32_to_u32 = data_in;  
    end
endfunction
function [31:0] u32_to_s32;
    input [31:0] data_in;
    begin
        if (data_in[31] == 1'b1)  
            u32_to_s32 = 32'h7FFFFFFF;
        else
            u32_to_s32 = data_in;  
    end
endfunction
function [31:0] u32_to_u32;
    input [31:0] data_in;
    begin
        u32_to_u32 = data_in;  
    end
endfunction
function [15:0] s16_to_s16;
    input [15:0] data_in;
    begin
        s16_to_s16 = data_in;  
    end
endfunction
function [15:0] s16_to_u16;
    input [15:0] data_in;
    begin
        if (data_in[15] == 1'b1)  
            s16_to_u16 = 16'b0;
        else
            s16_to_u16 = data_in;  
    end
endfunction
function [15:0] u16_to_s16;
    input [15:0] data_in;
    begin
        if (data_in[15] == 1'b1)  
            u16_to_s16 = 16'h7FFF;
        else
            u16_to_s16 = data_in;  
    end
endfunction
function [15:0] u16_to_u16;
    input [15:0] data_in;
    begin
        u16_to_u16 = data_in;  
    end
endfunction
function [31:0] s16_to_s32;
    input [15:0] data_in;
    begin
        s16_to_s32 = { {16{data_in[15]}}, data_in };  
    end
endfunction
function [31:0] s16_to_u32;
    input [15:0] data_in;
    begin
        if (data_in[15] == 1'b1)  
            s16_to_u32 = 32'b0;
        else
            s16_to_u32 = {16'b0, data_in};  
    end
endfunction
function [31:0] u16_to_s32;
    input [15:0] data_in;
    begin
        u16_to_s32 = {16'b0, data_in};  
    end
endfunction
function [31:0] u16_to_u32;
    input [15:0] data_in;
    begin
        u16_to_u32 = {16'b0, data_in};  
    end
endfunction
function [15:0] s32_to_s16;
    input [31:0] data_in;
    begin    
        if ($signed(data_in) > $signed(32'sh00007FFF))  
            s32_to_s16 = 16'h7FFF;
        else if ($signed(data_in) < $signed(32'shFFFF8000))  
            s32_to_s16 = 16'h8000;
        else
            s32_to_s16 = data_in[15:0];  
    end
endfunction
function [15:0] s32_to_u16;
    input [31:0] data_in;
    begin
        if (data_in[31] == 1'b1)  
            s32_to_u16 = 16'b0;
        else if (data_in > 32'h0000FFFF)  
            s32_to_u16 = 16'hFFFF;
        else
            s32_to_u16 = data_in[15:0];  
    end
endfunction
function [15:0] u32_to_s16;
    input [31:0] data_in;
    begin
        if (data_in > 32'h00007FFF)  
            u32_to_s16 = 16'h7FFF;
        else
            u32_to_s16 = data_in[15:0];  
    end
endfunction
function [15:0] u32_to_u16;
    input [31:0] data_in;
    begin
        if (data_in > 32'h0000FFFF)  
            u32_to_u16 = 16'hFFFF;
        else
            u32_to_u16 = data_in[15:0];  
    end
endfunction
endmodule
`timescale 1ns / 1ps
module int_to_int_array
(
    input clk,                   
    input rst_n,                 
    input wire [127:0] dvr_inttoint_s_in,     
    input wire [6:0]   cru_inttoint_in,       
    output reg [127:0] dr_inttoint_d_out      
);
wire instr_vld = cru_inttoint_in[6];       
wire src_prec = cru_inttoint_in[5];        
wire dst_prec = cru_inttoint_in[4];        
wire src_signed = cru_inttoint_in[3];      
wire dst_signed = cru_inttoint_in[2];      
wire src_pos = cru_inttoint_in[1];         
wire dst_pos = cru_inttoint_in[0];         
wire [31:0]  in_reg_0 = dvr_inttoint_s_in[127:96];         
wire [31:0]  in_reg_1 = dvr_inttoint_s_in[95:64];          
wire [31:0]  in_reg_2 = dvr_inttoint_s_in[63:32];          
wire [31:0]  in_reg_3 = dvr_inttoint_s_in[31:0];           
wire [31:0]  out_reg_0;        
wire [31:0]  out_reg_1;        
wire [31:0]  out_reg_2;        
wire [31:0]  out_reg_3;        
wire [3:0]   result_vld;      
int_to_int unit_0 (
    .instr_vld(instr_vld),
    .src_prec(src_prec),
    .dst_prec(dst_prec),
    .src_signed(src_signed),
    .dst_signed(dst_signed),
    .src_pos(src_pos),
    .dst_pos(dst_pos),
    .in_reg(in_reg_0),
    .out_reg(out_reg_0),
    .result_vld(result_vld[0])
);
int_to_int unit_1 (
    .instr_vld(instr_vld),
    .src_prec(src_prec),
    .dst_prec(dst_prec),
    .src_signed(src_signed),
    .dst_signed(dst_signed),
    .src_pos(src_pos),
    .dst_pos(dst_pos),
    .in_reg(in_reg_1),
    .out_reg(out_reg_1),
    .result_vld(result_vld[1])
);
int_to_int unit_2 (
    .instr_vld(instr_vld),
    .src_prec(src_prec),
    .dst_prec(dst_prec),
    .src_signed(src_signed),
    .dst_signed(dst_signed),
    .src_pos(src_pos),
    .dst_pos(dst_pos),
    .in_reg(in_reg_2),
    .out_reg(out_reg_2),
    .result_vld(result_vld[2])
);
int_to_int unit_3 (
    .instr_vld(instr_vld),
    .src_prec(src_prec),
    .dst_prec(dst_prec),
    .src_signed(src_signed),
    .dst_signed(dst_signed),
    .src_pos(src_pos),
    .dst_pos(dst_pos),
    .in_reg(in_reg_3),
    .out_reg(out_reg_3),
    .result_vld(result_vld[3])
);
always @(posedge clk or negedge rst_n) begin
    if (!rst_n) begin
        dr_inttoint_d_out <= 128'b0;
    end else begin
        dr_inttoint_d_out[127:96] <= out_reg_0;
        dr_inttoint_d_out[95:64] <= out_reg_1;
        dr_inttoint_d_out[63:32] <= out_reg_2;
        dr_inttoint_d_out[31:0] <= out_reg_3;
    end
end
endmodule
```
==> reports/results.txt <==
Clock power frac = 0.322
Critical path startpoint category = input pin
Max Clk Rate = 678 MHz
Syn Std Cell Area = 12,100 um^2
WL per Instance = 23.4 um
Chip Area, Yosys = 12,100 um^2
Number of enable flip-flop cells = 0
Worst EP required = 1330 ps
Core Util, Final = 0.870
Row cnt = 56
Slew headroom = 0.331
LEAKAGE = 9.14 nW
CTS tree = done
Final setup fails = 384
RSZ-0062 raised after global routing = yes
Worst Tran Pin Value = 1000 ps
Largest net degree at the start of global routing = 50
Layout area overhead = 69.8%
Layout cells sized above 1 = 0.442
First-pass GRT wire length = 86,300 um
I/O pins = 265
Seq share, synth = 0.266
Max VDD drop = 0.00103 V
Top flop regs = dr_inttoint_d_out (128)
Final Hold Viols = 0
Synthesis Warnings = 2
DRT antenna net count = 0
Chip width = 157 um
Ys flop type = dfrtp_1
Reg power frac = 0.274
Vias per std cell = 6.85
Filler Cell Count = 1,118
CTS max path bufs = 2
Min Tclk post-route = 1470 ps
Initial antenna violation count = 0
IO Port Bufs = 264
Most numerous cell in the Yosys netlist = a21oi_1
Post-route DRC = 0
GRT Total Usage = 0.456
CP Max Fanout = 6
Status = finished, violations left
Power Total = 21.1 mW
Clock root buffer master = clkbuf_16
Hold WC Path Type = input pin to flop
Combinational power share = 0.404
Power Internal = 13.8 mW
DIE AREA = 24,800 um^2
Ys cells = 1,674
PwrDens = 1030 nW/um^2
First-pass DRT Iterations = 9
Antenna diode count = 0
H-Tree Depth = 4
Avg Cell Area, Syn = 7.21 um^2
Clock sink count = 128
Total number of vias = 17,300
Tool warning count = 30
Setup CP Type = input pin to flop
Top cells by count = a21oi_1 (268), o21ai_0 (226), nand2_1 (172), clkbuf_1 (145), dfrtp_1 (128)
GP Congestion = 0.979
Worst Path Arrival = 1810 ps
TritonCTS Buffers = 17
Synth area leader = dfrtp_1
Critical path capture point type = flop
Final Max Slew Viols = 0
Failing checks = negative setup slack
FFs w/ async S/R, synth = 1.00
Switching share of total power = 0.344
Gr ovfl total = 0
Place WS = -1340 ps
DRT iter0 DRCs = 2,065
Syn Inst Count = 1,674
Top reg by flops = dr_inttoint_d_out
Synth top area share = 0.266
Starting Density = 0.512
Biggest area cells = dfrtp_1 (27%), a21oi_1 (11%), o21ai_0 (9.4%)
WL final = 59,100 um
Synth Register Bits = 128
Number of global-route vias before repair = 16,100
Die height = 157 um
Setup slack after layout = -474 ps
Hold Slack = 107 ps
Cell Type Count = 61
Max reg flops = 128
Sw Pwr = 7.25 mW
Area of the core = 23,500 um^2
Cycle use final = 1.47
Clock transition at path regs = 60 ps
Max_cap viols = 0
Post-DP HPWL = 33,800 um
==> through the flow <==
stage / setup TNS, ps / instances / cell area [um^2]
floorplan: -50080 / 1674 / 13100
global placement: -145180 / 2397 / 18000
detailed placement: -145510 / 2397 / 18000
CTS: -73090 / 2506 / 19900
global route: -104480 / 2519 / 20500
finish: -77550 / 2519 / 20500
==> layer usage <==
| layer | vias to the layer above | part of all wire | GRT usage |
|---|---|---|---|
| li1 | 7248 | - | - |
| met1 | 7978 | 0.37 | 0.630 |
| met2 | 1621 | 0.42 | 0.680 |
| met3 | 406 | 0.15 | 0.144 |
| met4 | 0 | 0.059 | 0.172 |
| met5 | - | 0 | 0 |
==> placed cells by master, fill, tap and decap left out, types with 9 or more instances in the layout <==
cell / synthesis / layout
a21oi_4: 0 / 23
o21ai_2: 1 / 50
buf_6: 3 / 108
a21oi_1: 268 / 206
nand3_1: 24 / 18
nor2b_1: 12 / 10
nand2b_1: 23 / 14
nor4_4: 0 / 17
o21a_4: 0 / 9
dfrtp_1: 128 / 128
nand2b_4: 0 / 10
clkdlybuf4s50_1: 0 / 52
o21ai_0: 226 / 131
nand2_2: 0 / 20
mux2i_1: 64 / 60
a2bb2oi_1: 87 / 77
buf_2: 57 / 156
nand2_1: 172 / 148
buf_8: 0 / 18
o21a_1: 36 / 26
a21oi_2: 2 / 41
a21boi_1: 2 / 25
a2bb2oi_2: 0 / 9
o221ai_1: 47 / 41
buf_12: 0 / 56
clkbuf_16: 0 / 19
a31oi_1: 13 / 13
nand4_1: 20 / 20
buf_4: 6 / 301
o211ai_1: 28 / 28
nor2_1: 116 / 109
o21bai_1: 16 / 16
a221oi_2: 11 / 14
o21ai_1: 13 / 53
==> final timing paths <==
kind,depth (start not counted),startpoint,end,slack [ps]
worst max-delay path,8,dvr_inttoint_s_in[30],dr_inttoint_d_out[2],-470
worst min-delay path,3,cru_inttoint_in[6],dr_inttoint_d_out[66],110
max in group asynchronous,3,rst_n,dr_inttoint_d_out[74],-290
min in group asynchronous,2,rst_n,dr_inttoint_d_out[124],460
==> cell families (layout without fill, tap and decap cells) <==
group | count (synthesis) | in the layout | share of synthesized area
buffers and inverters | 227 | 752 | 0.0803
AOI/OAI and AO/OA | 837 | 837 | 0.444
muxes | 64 | 64 | 0.0531
and+or+nand+nor | 418 | 419 | 0.157
DFF | 128 | 128 | 0.266
==> power groups by stage <==
stage,Clock [mW],Sequential (mW),Combinational (mW)
5_1_grt,7.02,5.81,8.92
6_report,6.77,5.78,8.51
4_1_cts,6.80,5.77,7.71
==> area by class of cell <==
type                    count  area, um^2  share of cell area
inverters                   6        27.5             0.00134
multi-input cells        1320        9640               0.471
clock buffers              20         467              0.0228
well taps                 319         399              0.0195
clock inverters            12         156             0.00764
repair buffers            714        6590               0.322
flip-flops and latches    128        3200               0.156
==> timing repair <==
item	4_1_cts	5_1_grt
hold buffers	1	1
hold endpoints to repair	128	128
gates resized	1020	146
setup endpoints to repair	256	384
pin swaps	193	126
cloned	17	3
setup buffers	63	15
==> worst max-delay path, cell delays in order <==
cell	delay, ps
buf_8	70
nand4_1	150
or4_4	570
buf_6	140
a31oi_4	170
buf_6	170
nand2_1	90
a221oi_2	240
No activity file was given, so power comes from the tool's default toggle rates.
